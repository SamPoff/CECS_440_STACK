==> /design/flow/design.v <==
`timescale 1ns / 1ps
module PROGRAM_COUNTER( 
   input             clock, 
   input             reset,
   input      [31:0] pc_in, 
   output reg [31:0] pc_out 
   );
   always@( posedge clock, posedge reset ) begin
      if( reset ) pc_out <= 32'b0; 
      else        pc_out <= pc_in;
   end
endmodule
==> /design/flow/run.sh <==
#!/bin/bash
# OpenROAD 26Q1-2900-gdf79404cd8, Yosys 0.63+post, stock flow scripts
make -C /OpenROAD-flow-scripts/flow DESIGN_CONFIG=/design/flow/config.mk WORK_HOME=/design/flow/orfs finish
==> /design/flow/config.mk <==
export PLATFORM = sky130hd
export DESIGN_NAME = PROGRAM_COUNTER
export DESIGN_NICKNAME = PROGRAM_COUNTER
export VERILOG_FILES = /design/flow/design.v
export SDC_FILE = /design/flow/constraint.sdc
export NUM_CORES = 4
export LEC_CHECK = 1
export CORE_AREA = 10 10 85 85
export DIE_AREA = 0 0 95 95
export SYNTH_HDL_FRONTEND = slang
==> /design/flow/constraint.sdc <==
current_design PROGRAM_COUNTER

set clk_period 1.0
set clk_io_pct 0.2

create_clock -name clk0 -period $clk_period [get_ports {clock}]

set non_clock_inputs [all_inputs -no_clocks]
set_input_delay [expr $clk_period * $clk_io_pct] -clock clk0 $non_clock_inputs
set_output_delay [expr $clk_period * $clk_io_pct] -clock clk0 [all_outputs]
==> GITHUB_STEP_SUMMARY <==
### Yosys + OpenROAD results

| Metric | Value |
|---|---|
| Fin. max-slew vios | `0` |
| Yosys reg bits | `32` |
| CTS max path bufs | `2` |
| Routed Antenna Nets | `0` |
| # Cells Yosys | `33` |
| Pwr Total | `2.59 mW` |
| WL per Instance | `13.9 µm` |
| WS Path Type | `reg2out` |
| Post-DP HPWL | `2070 µm` |
| RSZ-0062 raised after global routing | `no` |
| Slew Limit Headroom | `0.897` |
| Largest net degree at the start of global routing | `13` |
| TritonCTS clock tree | `done` |
| Final setup fails | `0` |
| Yosys cell types | `2` |
| Clk pin slew, worst setup/hold paths | `70 ps` |
| Clk sink count | `32` |
| CP Launch Type | `flop` |
| PortBufs | `65` |
| Mapped Cells | `33` |
| Routing usage on met2 | `0.0807` |
| Inserted Diodes | `0` |
| Worst EP required | `800 ps` |
| Routed vias | `555` |
| Status | `completed` |
| Worst-Margin Slew | `154 ps` |
| Top flop regs | `pc_out x32` |
| Busiest grt layer | `met2` |
| Ratio of cells with drive above 1 in the final layout | `0.394` |
| Via density | `3.07` |
| Area contributors post-synth | `dfrtp_1 (100%), inv_1 (0.47%)` |
| Post-CTS setup buffers | `0` |
| Drt drc | `0` |
| Global Route Usage Sum | `0.0554` |
| Buffers and inverters on the worst path | `1` |
| Core region area | `5470 µm²` |
| Vias in the first global route | `643` |
| Yosys synthesis chip area | `805 µm²` |
| DR iter-0 viols | `1` |
| Maxcap violations | `0` |
| WL final | `2510 µm` |
| F_max | `1.04 GHz` |
| Minimum clock period | `961 ps` |
| P&R area growth vs syn | `86.5%` |
| Row cnt | `27` |
| Comb area | `0 µm²` |
| Setup TNS | `0 ps` |
| Worst path top cell family by delay | `flip-flops` |
| Io pins | `66` |
| Initial antenna violation count | `1` |
| Final hold slack | `281 ps` |
| Met1 Usage GRT | `0.0595` |
| H-tree depth | `2` |
| Most flop-heavy register | `pc_out` |
| Max FFs per register | `32` |
| Worst Setup End Kind | `primary output` |
| Die Y | `95 µm` |
| CP Cell Sequence | `buf_2` |
| Cell type with the largest total area | `dfrtp_1` |
| GP Congestion | `0.695` |
| Multi-input gates | `0` |
| Most instantiated logic cells after routing | `clkdlybuf4s50_1 (33), buf_2 (32), dfrtp_1 (32), clkbuf_8 (6), buf_4 (3)` |
| Sequential area share after synthesis | `0.995` |
| Leakage | `0.699 nW` |
| Met3 GRT Util | `0.0489` |
| Maximum VDD drop | `0.539 mV` |
| Worst path arrival time | `760 ps` |
| DRT Pass-1 Iters | `2` |
| CTS Buf Count | `5` |
| Crit-path max cell delay | `370 ps` |
| Clock root cell | `clkbuf_8` |
| Dominant cell area share | `0.995` |
| Avg Cell Area, Syn | `24.4 µm²` |
| Fin. Hold Viols | `0` |
| Synth warn | `0` |
| Crit-path max FO | `1` |
| Grt total ovfl | `0` |
| Die Width | `95 µm` |
| Fp util | `0.147` |
| Fin crit share | `0.961` |
| Chip area | `9030 µm²` |
| PD cells | `1720 nW/µm²` |
| Stage-log warning count | `25` |
| HP Class | `in2async` |
| Dominant logic cell type in the layout | `clkdlybuf4s50_1` |
| First-pass GRT wire length | `3780 µm` |
| Post-synth design cell area | `805 µm²` |
| Slowest stage cell, crit path | `dfrtp_1` |
power breakdown:
group,switching [mW],internal (mW)
clock network,0.453,0.548
registers,0.0135,1.36
logic,0.0542,0.160
total,0.520,2.07
metal layers:
metal	wire [µm]	vias up	part of all wire
li1	-	247	-
met1	856	262	0.34
met2	1140	40	0.45
met3	457	6	0.18
met4	60	0	0.024
met5	0	-	0
final timing paths:
check                                     start              endpoint  slack [ps]  cells after the start
worst max-delay path       pc_out[10]$_DFF_PP0_            pc_out[10]          40                      1
worst min-delay path                      reset  pc_out[24]$_DFF_PP0_         280                      3
max in group asynchronous                 reset  pc_out[18]$_DFF_PP0_         540                      3
min in group clk0                      pc_in[8]   pc_out[8]$_DFF_PP0_         360                      1
repair_timing:
action	4_1_cts	5_1_grt
hold buffers	0	0
resized	96	0
endpoints found under the setup margin	32	0
kinds of logic after synthesis:
group / Yosys count / share of synthesized area
buf+inv: 1 / 0.00466
flops: 32 / 0.995
synth_stat cells:
cell type,instances
dfrtp_1,32
inv_1,1
metrics by stage:
stage / area (µm²) / util / setup WS, ps / std cells
after floorplan: 805 / - / 109 / 33
final: 1500 / 0.274 / 38.5 / 181
after detailed placement: 1570 / 0.286 / 4.28 / 173
after global placement: 1570 / 0.286 / 24.5 / 173
after CTS: 1500 / 0.274 / 13.5 / 181
after global routing: 1500 / 0.274 / 3.28 / 181
cell type report:
cell class	count	area, µm²
fillers	570	3970
clock inverters	2	10.0
repair buffers	68	513
well taps	72	90.1
inverters	1	3.75
flip-flops and latches	32	801
clock buffers	6	82.6
No activity file was given, so power comes from the tool's default toggle rates.
